==> design/flow/design.v <==
`timescale 1ns / 1ps
module LiftC(clk,reset,req_floor,stop,door,Up,Down,y);
input clk,reset;
input [6:0] req_floor;
output reg[1:0] door;
output reg[1:0] Up;
output reg[1:0] Down;
output reg[1:0] stop;
output [6:0] y;
reg [6:0] cf ;
always @ (posedge clk)
begin
if(reset)
begin
cf=6'd0;
stop=6'd1;
door = 1'd1;
Up=1'd0;
Down=1'd0;
end
else
begin
if(req_floor < 6'd61)
begin
if(req_floor < cf )
begin
cf=cf-1;
door=1'd0;
stop=6'd0;
Up=1'd0;
Down=1'd1;
end
else if (req_floor > cf)
begin
cf = cf+1;
door=1'd0;
stop=6'd0;
Up=1'd1;
Down=1'd0;
end
else if(req_floor == cf )
begin
cf = req_floor;
door=1'd1;
stop=6'd1;
Up=1'd0;
Down=1'd0;
end
end
end
end
assign y = cf;
endmodule
==> design/flow/run.sh <==
#!/bin/bash
# OpenROAD 26Q1-2900-gdf79404cd8, Yosys 0.63+post, stock flow scripts
make -C /OpenROAD-flow-scripts/flow DESIGN_CONFIG=/design/flow/config.mk WORK_HOME=/design/flow/orfs finish
==> design/flow/config.mk <==
export PLATFORM = sky130hd
export DESIGN_NAME = LiftC
export DESIGN_NICKNAME = LiftC
export VERILOG_FILES = /design/flow/design.v
export SDC_FILE = /design/flow/constraint.sdc
export NUM_CORES = 4
export LEC_CHECK = 1
export CORE_AREA = 10 10 83 83
export DIE_AREA = 0 0 93 93
==> design/flow/constraint.sdc <==
current_design LiftC

set clk_period 3.2
set clk_io_pct 0.2

create_clock -name clk0 -period $clk_period [get_ports {clk}]

set non_clock_inputs [all_inputs -no_clocks]
set_input_delay [expr $clk_period * $clk_io_pct] -clock clk0 $non_clock_inputs
set_output_delay [expr $clk_period * $clk_io_pct] -clock clk0 [all_outputs]
==> reports/results.tsv <==
stage	metric	value	unit
sta	Final Hold Viols	0	
synth	Mapped Area	970.9	sq um
setup_path	r2r worst-path depth	7	
global_routing	number of antenna violations at the first check in global routing	0	
power_and_ir_drop	Leakage	0.4714	nW
power_and_ir_drop	cell area power density	452.5	mW/mm^2
hold_path	hold depth	2	
synth	yosys cell count	124	
power_and_ir_drop	peak supply drop	0.0002318	V
detailed_routing	Antenna diodes	0	
global_routing	Total GRT Usage	0.06415	
setup_path	slowest cell on the critical path	or4b_1	
clock_tree	buffer count from post-CTS setup fixing	0	
synth	Synth top area share	0.2062	
synth	Seq/Total Area, Yosys	0.2062	
clock_tree	TritonCTS clock tree	done	
place	Port Buffers	19	
detailed_routing	via density per instance	4.593	
clock_tree	cts bufs inserted	3	
global_routing	vias in the first global route	971	
floorplan	# IOs	24	
sta	Clock Skews	0.001831	ns
synth	Cell area leaders	dfxtp_1 21%, ha_1 12%, a21oi_1 4.6%	
synth	FFs w/ async S/R, synth	0	
floorplan	chip height	93	um
clock_tree	CTS Sinks	10	
detailed_routing	# DRC	0	
synth	Synth Register Bits	10	
sta	Setup TNS	0	ns
place	dpl hpwl	2213	um
setup_path	CP cell instances	clkdlybuf4s50_1, ha_1, nand2_1, o21ai_2, o21ai_0, or4b_1, a41oi_1	
run	max cap viols	0	
detailed_routing	DR iter-0 viols	61	
power_and_ir_drop	Internal	0.3786	mW
power_and_ir_drop	Switching Share	0.3463	
setup_path	RR Startpoint	cf[4]	
power_and_ir_drop	net switching power	0.2006	mW
power_and_ir_drop	Comb power frac	0.438	
global_routing	grt ovf	0	
place	gpl congestion	0.8863	
synth	Synth Area in Adders	0.1160	
synth	ao+oa area frac	0.3235	
synth	cells after synthesis	124	
clock_tree	CTS resizes	0	
synth	top cell type by total area after synthesis	dfxtp_1	
power_and_ir_drop	Clk pwr share	0.269	
sta	cycle use final	0.8611	
cells_and_area	Final Cell Area	0.001280	sq mm
clock_tree	htree depth	1	
synth	Synth mux share	0.01160	
run	OpenROAD warnings	26	
clock_tree	# hold bufs at CTS	0	
synth	yosys xor share	0.009021	
clock_tree	clk slew on worst S/H paths	0.05	ns
detailed_routing	post-route ant nets	0	
sta	final setup violation count	0	
synth	Distinct cells, synth	47	
setup_path	Worst path top cell family by delay	AND-OR/OR-AND gates	
power_and_ir_drop	Reg power frac	0.293	
setup_path	reg-to-reg slack, setup	0.76	ns
setup_path	worst-path maximum fanout	8	
setup_path	signal arrival time at the worst endpoint	2.90	ns
floorplan	Site Rows	26	
synth	yosys simple share	0.2358	
hold_path	beginning of the worst hold path	Up[0]	
floorplan	die width	93	um
synth	Dominant flop cell	dfxtp_1	
global_routing	first-pass GRT wire length	4629	um
synth	Post-synth EDFFs	0	
setup_path	CP startpoint	req_floor[6]	
floorplan	fp_density	0.1889	
setup_path	CP startpoint kind	primary input	
detailed_routing	vias after detailed routing	983	
clock_tree	Late-Pin Clk Latency	0.23	ns
setup_path	Largest stage delay, worst path	0.52	ns
cells_and_area	Syn-to-layout area delta	31.83	%
setup_path	Buf/Inv on CP	1	
cells_and_area	Post-Layout Cell Count	214	
detailed_routing	final wirelength	2813	um
synth	comb area leader	AND-OR/OR-AND gates	
place	Placed Cells	210	
floorplan	die area	0.008649	sq mm
setup_path	worst r2r dst	cf[4]	
clock_tree	clk buf depth	2	
sta	fmax	362.9	MHz
detailed_routing	first-pass detailed-route iteration total	4	
sta	Slew Viols, Final	0	
sta	RSZ-0062 raised after global routing	false	
cells_and_area	fillers	595	
place	DP Area	0.001225	sq mm
synth	YS chip area	970.9	sq um
synth	synth warn	1	
detailed_routing	WL/cell	13.14	um
setup_path	crit path DRT	3.35	ns
sta	minimum clock period	2.756	ns
clock_tree	CTS root buffer	clkbuf_8	
cells_and_area	share of post-route cells with drive strength above 1	0.1111	
floorplan	Core Footprint	0.005140	sq mm
hold_path	Min-Delay Path Class	reg2reg	
hold_path	hold path endpoint	Up[0]	
setup_path	Crit Path Class	in2reg	
outcome	status	finished, final reports clean	
global_routing	pin count of the biggest net entering global routing	13	
synth	mean post-synth cell area	7.830	sq um
setup_path	Critical Path Sink Type	register	
==> power groups by stage <==
stage | sequential, mW | combinational [mW] | clock (mW)
6_report | 0.170 | 0.254 | 0.156
5_1_grt | 0.175 | 0.285 | 0.167
4_1_cts | 0.170 | 0.255 | 0.160
==> worst max-delay path by stage <==
| stage | endpoint | slack (ns) | cells after the start |
|---|---|---|---|
| CTS | cf[4] | 0.47 | 7 |
| global route | cf[4] | 0.32 | 7 |
| finish | cf[4] | 0.44 | 7 |
==> metal layers <==
layer / vias up / GRT usage / share of wire
met5: - / 0 / 0
met4: 0 / 0.008997 / 0.0089
met3: 4 / 0.02342 / 0.066
met2: 24 / 0.09930 / 0.45
met1: 451 / 0.08548 / 0.48
li1: 504 / - / -
==> tightest hold or removal path, cell delays in order, from the launching register on <==
cell and delay (ns):
dfxtp_1 0.31, nand2_1 0.05, a21oi_1 0.05
==> cell usage in the layout (no fill, tap or decap), types with 3 or more instances in the layout <==
master           count
a21oi_1              9
a31oi_1              4
buf_4                3
clkbuf_8             4
clkdlybuf4s50_1     19
conb_1               4
dfxtp_1             10
ha_1                 9
inv_1                9
nand2_1             11
nand3_1              7
nor2_1               6
nor3_1               4
o21a_1               3
o21ai_0              4
==> area by class of cell <==
class                   count  area, sq um  area share
repair buffers             22        212.7      0.1662
clock buffers               4        55.05     0.04301
inverters                   9        33.78     0.02639
multi-input cells          99        690.7      0.5396
well taps                  70        87.58     0.06843
flip-flops and latches     10        200.2      0.1564
==> cells by family (layout without fill, tap and decap cells) <==
family	after synthesis	count (layout)
xor+xnor	1	1
fa+ha+maj	9	9
compound gates	43	43
mux	1	1
flops	10	10
other cells	1	4
simple gates	41	41
buf+inv	18	35
==> cells in the mapped netlist (all sizes together), types with 2 or more instances <==
library cell	n
a2111oi	2
a211oi	2
a21o	2
a21oi	9
a221oi	2
a31oi	4
a41oi	2
buf	6
clkbuf	3
dfxtp	10
ha	9
inv	9
nand2	11
nand3	7
nor2	7
nor3	4
o211a	2
o211ai	2
o21a	3
o21ai	7
or3	3
==> per-stage QoR <==
stage          hold WS, ns  utilization  total power, mW  setup slack (ns)
4_1_cts             0.4636       0.2490           0.5843            0.4695
5_1_grt             0.4774       0.2490           0.6264            0.3150
2_1_floorplan       0.4218            -           0.3335             1.002
3_3_place_gp        0.4470       0.2383           0.4247            0.2162
6_report            0.4548       0.2490           0.5792            0.4444
3_5_place_dp        0.4545       0.2383           0.4240            0.2393
==> flip-flops by register name, indices dropped and copies added (netlist names) <==
register / flops
Down: 1
Up: 1
door: 1
cf: 7
Power is estimated from default activity; no workload was simulated.
